`/design/flow/design.v`:
```
`timescale 1ns / 1ps
module slow_blinker(
 clk,
    rst_n,
    led
    );
	 input  clk;
    input  rst_n;
    output led;
    reg    led;
	 parameter CLK_HZ = 24000000;
	 function integer C_LOG2;
        input integer value;
        integer i;
        begin
            value = value - 1;
            for (i = 0; value > 0; i = i + 1)
                value = value >> 1;
            C_LOG2 = i;
        end
    endfunction
	 localparam integer CNT_MAX   = (CLK_HZ / 2 > 0) ? CLK_HZ / 2 : 1;   
    localparam integer CNT_WIDTH = C_LOG2(CNT_MAX) + 1;
	 reg [CNT_WIDTH-1:0] cnt; 
	 always @(posedge clk or negedge rst_n) begin
        if (!rst_n) begin
            cnt <= 0;
            led <= 1'b0;
        end else if (cnt >= CNT_MAX) begin
            cnt <= 0;
            led <= ~led;
        end else begin
		   cnt <= cnt + 1'b1;
        end
    end
endmodule
```
`/design/flow/run.sh`:
```
#!/bin/bash
# OpenROAD 26Q1-2900-gdf79404cd8, Yosys 0.63+post, stock flow scripts
make -C /OpenROAD-flow-scripts/flow DESIGN_CONFIG=/design/flow/config.mk WORK_HOME=/design/flow/orfs finish
```
`/design/flow/config.mk`:
```
export PLATFORM = sky130hd
export DESIGN_NAME = slow_blinker
export DESIGN_NICKNAME = slow_blinker
export VERILOG_FILES = /design/flow/design.v
export SDC_FILE = /design/flow/constraint.sdc
export NUM_CORES = 4
export LEC_CHECK = 1
export CORE_AREA = 10 10 91 91
export DIE_AREA = 0 0 101 101
```
`/design/flow/constraint.sdc`:
```
current_design slow_blinker

set clk_period 4.6
set clk_io_pct 0.2

create_clock -name clk0 -period $clk_period [get_ports {clk}]

set non_clock_inputs [all_inputs -no_clocks]
set_input_delay [expr $clk_period * $clk_io_pct] -clock clk0 $non_clock_inputs
set_output_delay [expr $clk_period * $clk_io_pct] -clock clk0 [all_outputs]
```
==> flow_metrics.tcl <==
# collected from the flow reports
set metrics [dict create \
    met2_usage_pct 7.81 \
    gr-total-overflow 0 \
    common_cells "26 x dfrtp_1, 15 x nor2_1, 12 x a21oi_1" \
    met1_usage_pct 7.10 \
    final_cell_area_mm2 0.00149 \
    placed_area_mm2 0.00142 \
    hpwl_um 1580 \
    layout_setup_ws_ns 2.44 \
    drt-total-wl_um 2360 \
    drtIter0Drc 53 \
    netlist_instances 135 \
    min_period_ns 2.16 \
    yosysMostFrequentCell "dfrtp_1" \
    cts_resized 0 \
    drt-pass1-iter-count 4 \
    cts_tree "yes" \
    wl_per_cell_um 10.9 \
    setup_violations 0 \
    grt_usage_pct 4.96 \
    fmax_ghz 0.462 \
    die_y_um 101 \
    cts_buffer_depth 2 \
    ys_cells 135 \
    grt_pass1_wl_um 4370 \
    pre_cts_ws_ns 2.48 \
    syn_area_mm2 0.00131 \
    critPathRequiredTime_ns 4.80 \
    regToRegEndpoint "cnt[22]" \
    reg2reg_depth 5 \
    finish.utilization_pct 23.5 \
    place.gp.congestion 0.786 \
    rsz0062_at_grt "no" \
    cts_sinks 26 \
    num_vias 967 \
    min_to "led" \
    status "finished, final reports clean" \
    portBuffers 2 \
    grt_pass1_vias 953 \
    yosys.area.top_type "dfrtp_1" \
    critPathLaunchType "register" \
    ioPinCount 3 \
    synth-area-yosys_mm2 0.00131 \
    timing.final.crit_share_pct 47.0 \
    powerDensity_mw_per_mm2 306 \
    vias_per_cell 4.48 \
    clk_pin_slew_ns 0.10 \
    worstHoldPathType "reg -> reg" \
    core_area_mm2 0.00635 \
    whs_path_depth 1 \
    post_cts.repair.setup_buffers 0 \
    endpoint_kind "register" \
    flop_cell "dfrtp_1" \
    synth_flops 26 \
    grt_max_degree 27 \
    syn_area_per_cell_um2 9.69 \
    synthDistinctLibCells 32 \
    hp-start "led" \
    skew_ns 0.00803 \
    ys_async_sr_fraction_pct 100 \
    report.final.slew_viol_count 0 \
    top_area_share_pct 49.7 \
    vdd_drop_max_uv 285 \
    busiest_layer "met2" \
    cts_root_buffer "clkbuf_8" \
    ys.warnings.count 1 \
    holdBufCountCts 0 \
    drive_above_1_share_pct 10.8 \
    cts_buffers 3 \
    r2r-start "cnt[0]" \
    die_w_um 101 \
    h-tree-depth 1 \
    worst_skew_pair.late_latency_ns 0.27 \
    cp.arrival_ns 2.37 \
    warnings 27 \
    ys_seq_share_pct 49.7 \
    antenna_found_initial 0 \
    p_leak_nw 0.574 \
    r2r_setup_slack_ns 2.44 \
    crit_type "reg -> reg" \
    ant_nets 0 \
    num_rows 29 \
    edf_count 0 \
    dieArea_mm2 0.0102 \
    maxCapViolations 0 \
    syn2layout_area_growth_pct 14.0 \
    hold_viol 0 \
    fp_util_pct 20.6 \
    fin_setup_tns_ns 0 \
    drc 0 \
    n_antenna_cell 0 \
    worstPathMaxFanout 11 \
    met3_usage_pct 1.25 \
    area_leaders "dfrtp_1 50%, a21oi_1 4.6%, nor2_1 4.3%, xnor2_1 4.0%, xor2_1 4.0%" \
]
metal layers:
metal	routed length [µm]	vias up	share of wire, %
met2	1070	9	46
met3	82	2	3.5
met5	0	-	0
li1	-	483	-
met4	10	0	0.42
met1	1190	473	51
worst max-delay path by stage:
stage / start / to / cells past startpoint / slack [ns]
finish: cnt[0] / cnt[22] / 5 / 2.44
CTS: cnt[0] / cnt[22] / 5 / 2.43
global route: cnt[0] / cnt[22] / 5 / 2.35
state kept, by name, summed over array words and instances, names as in the netlist:
register / flops
led: 1
cnt: 25
cell usage in the layout, fill, tap and decap left out, drive strengths merged, types with 2 or more instances in the layout:
| master | n |
|---|---|
| a21oi | 13 |
| and3 | 4 |
| buf | 2 |
| clkbuf | 3 |
| clkdlybuf4s50 | 2 |
| dfrtp | 26 |
| ha | 2 |
| inv | 8 |
| nand2 | 7 |
| nand3 | 8 |
| nand4 | 4 |
| nor2 | 15 |
| nor3 | 3 |
| o21ai | 7 |
| o31ai | 4 |
| or3 | 6 |
| or4 | 6 |
| xnor2 | 6 |
| xor2 | 6 |
kinds of logic after synthesis:
family | share of synthesized area (%)
AND/OR/NAND/NOR | 24.4
AND-OR/OR-AND | 11.6
flip-flops | 49.7
XOR/XNOR | 8.03
buffers and inverters | 4.11
adder cells (fa/ha/maj) | 1.91
other | 0.287
final cells by class:
type                            count  area, µm²
Fill cell                         681       4860
Timing Repair Buffer                4       35.0
Clock inverter                      1       30.0
Multi-Input combinational cell     97        608
Sequential cell                    26        651
Inverter                            8       30.0
Tap cell                           77       96.3
Clock buffer                        3       41.3
through the flow:
step	hold slack (ns)	instances	total power, W
6_report	0.481	216	0.000457
5_1_grt	0.490	216	0.000478
4_1_cts	0.485	216	0.000464
3_5_place_dp	0.468	212	0.000273
3_3_place_gp	0.463	212	0.000273
2_1_floorplan	0.420	135	0.000254
where the power goes:
| group | switching, W | leakage [nW] | internal [W] |
|---|---|---|---|
| registers | 0.00000617 | 0.356 | 0.000235 |
| clock network | 0.0000731 | 0.0357 | 0.000116 |
| logic | 0.0000120 | 0.182 | 0.0000134 |
| total | 0.0000913 | 0.574 | 0.000365 |
critical path, stage by stage (launching register included):
cell and delay (ns):
dfrtp_1 0.40, ha_1 0.24, and3_2 0.22, or4b_1 0.62, or4_1 0.46, a21oi_1 0.16
Power and IR drop assume default switching activity.
