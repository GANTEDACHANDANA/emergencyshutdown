`/design/flow/run.sh`:
```
#!/bin/bash
# OpenROAD 26Q1-2900-gdf79404cd8, Yosys 0.63+post, stock flow scripts
make -C /OpenROAD-flow-scripts/flow DESIGN_CONFIG=/design/flow/config.mk WORK_HOME=/design/flow/orfs finish
```
`/design/flow/constraint.sdc`:
```
current_design watchdog_timer

set clk_period 3.5
set clk_io_pct 0.2

create_clock -name clk0 -period $clk_period [get_ports {clk}]

set non_clock_inputs [all_inputs -no_clocks]
set_input_delay [expr $clk_period * $clk_io_pct] -clock clk0 $non_clock_inputs
set_output_delay [expr $clk_period * $clk_io_pct] -clock clk0 [all_outputs]
```
`/design/flow/config.mk`:
```
export PLATFORM = sky130hd
export DESIGN_NAME = watchdog_timer
export DESIGN_NICKNAME = watchdog_timer
export VERILOG_FILES = /design/flow/design.v
export SDC_FILE = /design/flow/constraint.sdc
export NUM_CORES = 4
export LEC_CHECK = 1
export CORE_UTILIZATION = 30
```
`/design/flow/design.v`:
```
`timescale 1ns / 1ps
module watchdog_timer(
	 clk,
    rst_n,
    kick,
    timeout
    );
	 input  clk;       
    input  rst_n;     
    input  kick;      
    output timeout;   
    reg    timeout;
	 parameter CLK_HZ     = 24000000;   
    parameter TIMEOUT_MS = 500;        
	  function integer C_LOG2;
        input integer val;
        integer i;
        begin
            val = val - 1;
            for (i = 0; val > 0; i = i + 1)
                val = val >> 1;
            C_LOG2 = i;
        end
    endfunction
	 localparam integer CNT_MAX   = ((CLK_HZ / 1000) * TIMEOUT_MS > 0) ?
                                   (CLK_HZ / 1000) * TIMEOUT_MS : 1;
    localparam integer CNT_WIDTH = C_LOG2(CNT_MAX) + 1;
	 reg  [CNT_WIDTH-1:0] cnt;
    reg  kick_ff1, kick_ff2;
    wire kick_rise;
	 always @(posedge clk) begin
        kick_ff1 <= kick;
        kick_ff2 <= kick_ff1;
    end
    assign kick_rise = kick_ff1 & ~kick_ff2;
	 always @(posedge clk or negedge rst_n) begin
        if (!rst_n) begin
            cnt     <= 0;
            timeout <= 1'b0;
        end else begin
            if (kick_rise) begin
                cnt     <= 0;
                timeout <= 1'b0;
					 end else if (cnt >= CNT_MAX) begin
                timeout <= 1'b1;       
            end else begin
                cnt <= cnt + 1'b1;
            end
        end
    end
endmodule
```
==> results_dict.tcl <==
# flow metrics
set metrics [dict create \
    r2r_start "cnt[19]" \
    leakage_nw 0.6783 \
    fp_util_pct 31.71 \
    top_area_cell "dfrtp_1" \
    dpl_cell_area_um2 1622 \
    timing.hold.ws_ns 0.3686 \
    min_period_over_period_pct 60.28 \
    utilization_pct 34.60 \
    maxCapViolCount 0 \
    gr-total-overflow 0 \
    gp_congestion 0.8133 \
    antenna_found_initial 0 \
    synthArstFlopShare_pct 92.86 \
    crit_fanout 13 \
    die-width_um 73.36 \
    peakVddDrop_v 0.0002622 \
    cts_buffer_depth 2 \
    routedWlPerCell_um 12.84 \
    setup_viol 0 \
    finalSetupTns_ns 0 \
    grt_max_degree 27 \
    min_path_cells 0 \
    die-area_um2 5382 \
    crit_path_start_kind "register" \
    n_antenna_cell 0 \
    drive_gt1_share_pct 12.20 \
    path_clk_slew_ns 0.10 \
    vias_per_cell 5.026 \
    rows 25 \
    area_growth_pct 9.091 \
    ys_area_um2 1528 \
    min_from "kick_ff1" \
    portBuffers 3 \
    coreArea_um2 4817 \
    rsz0062_at_grt "false" \
    ys_seq_share_pct 45.21 \
    n_fill_cell 518 \
    area_leaders "dfrtp_1 (43%), nor2_1 (5.9%), xnor2_1 (4.6%)" \
    crit_arrival_ns 2.27 \
    cts_resized 0 \
    tightest_slew_ns 0.6479 \
    outcome "completed" \
    hold_viol_final 0 \
    r2r_setup_slack_ns 1.39 \
    warnings 27 \
    grt_pass1_wl_um 5002 \
    holdPathEnd "kick_ff2" \
    ios 4 \
    cts_setup_buffers 0 \
    ys_cells 162 \
    pwr_density_cell_nw_per_um2 358.8 \
    endpoint_kind "register" \
    slew_headroom_pct 56.81 \
    top_cell "dfrtp_1" \
    syn_avg_cell_area_um2 9.430 \
    r2r_cells 5 \
    die_h_um 73.36 \
    grt_pass1_vias 1016 \
    flop_cell "dfrtp_1" \
    worstPathRequired_ns 3.66 \
    fmax_mhz 474.0 \
    ys_types 38 \
    drt_iter0_markers 137 \
    top_area_share_pct 42.59 \
    numSynthFlops 28 \
    finalWirelength_um 2966 \
    syn-instance-count 162 \
    hp-class "reg2reg" \
    vias 1161 \
    first_pass_iters 4 \
    antenna_left 0 \
    cts_max_level 1 \
    dp_hpwl_um 2011 \
    clock-sinks 28 \
    stdcell_area_um2 1667 \
    clock-skew-final_ns 0.01005 \
    yosys_warnings 1 \
    cts-buffers-inserted 3 \
    netlist_top_cells_count "dfrtp_1 (26), nor2_1 (24), nand2_1 (18)" \
    track_usage_pct 12.17 \
    hold_buffers 0 \
    clk-insertion-delay-late_ns 0.27 \
    cts_tree "done" \
    edf_count 0 \
    maxSlewViolCount 0 \
    reg2reg_to "cnt[14]" \
    drc_errors 0 \
    cts_root_buf "clkbuf_8" \
    synth_area_um2 1528 \
    crit_type "reg2reg" \
    layout_min_cycle_time_ns 2.110 \
]
==> where the power goes <==
part           switching [mW]  internal, mW  total, mW
Combinational          0.0334        0.0264     0.0598
Clock                  0.0972        0.0816      0.179
Sequential             0.0182         0.341      0.359
==> metal layers <==
metal  track usage [%]  up-vias  share of wire, %
met5                 0        -                 0
met4             1.282        0              0.98
met3             2.358        2               3.4
met2             17.08       19                42
met1             20.61      552                54
li1                  -      588                 -
==> registers in the layout, summed over array words and instances, names as in the netlist <==
| name | count |
|---|---|
| timeout | 1 |
| cnt | 25 |
| kick_ff2 | 1 |
| kick_ff1 | 1 |
==> cell families after synthesis <==
| kind of cell | after synthesis | share of synthesized area (%) |
|---|---|---|
| AND/OR/NAND/NOR | 70 | 23.01 |
| AND-OR/OR-AND | 37 | 19.08 |
| flip-flops | 28 | 45.21 |
| XOR/XNOR | 12 | 6.880 |
| buffers and inverters | 12 | 3.522 |
| adder cells (fa/ha/maj) | 2 | 1.638 |
| multiplexers | 1 | 0.6552 |
==> critical path, stage by stage (launching register included) <==
cell and delay (ns):
dfrtp_1 0.45, a31oi_1 0.42, o21ai_2 0.16, a21oi_2 0.52, a31oi_1 0.18, a41o_2 0.26
==> metrics by stage <==
step	setup slack, ns	std cells	total power, mW
final	1.390	231	0.5979
after global routing	1.251	231	0.6296
after CTS	1.419	231	0.6089
after detailed placement	1.470	227	0.4256
after global placement	1.508	227	0.4251
after floorplan	1.719	162	0.4048
==> layout make-up <==
cell class                 count  area [µm²]  share of cell area [%]
multi-input combinational    122       783.3                   47.00
sequential                    28       690.7                   41.44
tap                           67       83.83                   5.030
clock buffer                   4       45.04                   2.703
timing repair buffer           5       45.04                   2.703
inverter                       5       18.77                   1.126
==> layout by cell type, fill, tap and decap left out, types with 2 or more instances in the layout <==
| cell | Yosys | routed |
|---|---|---|
| a31o_1 | 2 | 2 |
| xnor2_1 | 8 | 8 |
| clkdlybuf4s50_1 | 0 | 3 |
| and4_1 | 3 | 3 |
| ha_1 | 2 | 2 |
| nand2b_1 | 2 | 2 |
| nand3_1 | 6 | 6 |
| dfrtp_1 | 26 | 26 |
| dfxtp_1 | 2 | 2 |
| xor2_1 | 4 | 4 |
| nor3_1 | 3 | 3 |
| and3_1 | 3 | 3 |
| nor2_1 | 24 | 24 |
| nand2_1 | 18 | 18 |
| a31o_2 | 5 | 5 |
| clkbuf_8 | 0 | 3 |
| nand4_1 | 5 | 5 |
| o2111ai_1 | 2 | 2 |
| inv_1 | 5 | 5 |
| a21oi_2 | 3 | 3 |
| a211oi_1 | 5 | 5 |
| a31oi_1 | 3 | 3 |
| buf_4 | 0 | 2 |
| o21ai_2 | 2 | 2 |
| a21oi_1 | 9 | 9 |
==> how the worst max path moves through the flow <==
stage,slack (ns),cells after the start,end,startpoint
after CTS,1.42,5,cnt[14],cnt[20]
after global routing,1.25,5,cnt[14],cnt[20]
final,1.39,5,cnt[14],cnt[19]
Power is estimated from default activity; no workload was simulated.
