**config.mk**
```make
export PLATFORM = sky130hd
export DESIGN_NAME = debounce
export DESIGN_NICKNAME = debounce
export VERILOG_FILES = /design/flow/design.v
export SDC_FILE = /design/flow/constraint.sdc
export NUM_CORES = 4
export LEC_CHECK = 1
export CORE_AREA = 10 10 92 92
export DIE_AREA = 0 0 102 102
```
**constraint.sdc**
```tcl
current_design debounce

set clk_period 3.0
set clk_io_pct 0.2

create_clock -name clk0 -period $clk_period [get_ports {clk}]

set non_clock_inputs [all_inputs -no_clocks]
set_input_delay [expr $clk_period * $clk_io_pct] -clock clk0 $non_clock_inputs
set_output_delay [expr $clk_period * $clk_io_pct] -clock clk0 [all_outputs]
```
**design.v**
```verilog
`timescale 1ns / 1ps
module debounce(
		clk,
    rst_n,
    noisy_btn,
    clean_btn
    );
	  input  clk;
    input  rst_n;
    input  noisy_btn;
    output clean_btn;
    reg    clean_btn;
 parameter CNT_WIDTH = 20;
 reg [CNT_WIDTH-1:0] cnt;
    reg sync1, sync2;
 always @(posedge clk) begin
        sync1 <= noisy_btn;
        sync2 <= sync1;
    end
	 always @(posedge clk or negedge rst_n) begin
        if (!rst_n) begin
            cnt       <= 0;
            clean_btn <= 0;
        end else if (sync2 == clean_btn) begin
            cnt <= 0;
        end else begin
            cnt <= cnt + 1;
            if (cnt == {CNT_WIDTH{1'b1}}) begin
                clean_btn <= sync2;
                cnt       <= 0;
            end
        end
    end
endmodule
```
**run.sh**
```bash
#!/bin/bash
# OpenROAD 26Q1-2900-gdf79404cd8, Yosys 0.63+post, stock flow scripts
make -C /OpenROAD-flow-scripts/flow DESIGN_CONFIG=/design/flow/config.mk WORK_HOME=/design/flow/orfs finish
```
==> out/results.txt <==
Outcome: completed
Initial Util: 16.9%
Ys flops: 23
OpenROAD warning count: 25
Setup violations, final: 0
Met3 GRT Util: 0.613%
Sink Count: 23
Synth warnings: 1
Synth Seq Share: 51.7%
Top Layout Cells: dfrtp_1 (21), nor2_1 (15), nand3_1 (8), xnor2_1 (8), a21oi_1 (6)
Crit path required time: 3190 ps
Iteration-0 DRC count of the detailed router: 12
Placement Cell Area: 0.00122 mm^2
Leak: 0.476 nW
Fin crit share: 64.5%
Final core utilization: 19.6%
P_int: 0.416 mW
Critical Path AT: 2120 ps
Fin. max-slew vios: 0
Fin worst setup slack: 1070 ps
Worst hold start: sync1
Chip area: 0.0104 mm^2
Distinct cells, synth: 29
Hold depth: 0
TritonRoute pass-1 iters: 4
Sw Share: 21.1%
Final count of hold timing violations: 0
Setup bufs post-CTS: 0
Layout Skew: 1.09 ps
CP Max Fanout: 7
Mapped Area: 0.00109 mm^2
Yosys chip area: 0.00109 mm^2
Yosys cell count: 107
Final cell count without fillers: 190
RSZ-0062 raised after global routing: no
Avg WL per Cell: 9.39 um
Ant. Diodes: 0
Global-route met2 utilization: 5.78%
IO Port Bufs: 3
Setup TNS: 0 ps
Max Buffers Root-to-Sink: 2
Initial antenna violation count: 0
Post-CTS Resized: 0
Clock root cell: clkbuf_8
Hold Buf Count CTS: 0
Nature of the critical path endpoint: flip-flop
Clock share of power: 35.6%
Filler cell count: 718
Placed cell count: 186
R2R Setup Slk: 1070 ps
Max_cap viols: 0
GR Layer Usage met1: 5.26%
Routed WL: 1790 um
Worst-Skew Late Latency: 260 ps
DR vias/cell: 3.92
CTS H-tree depth: 1
Post-route DRC violation count: 0
WS Path Type: reg2reg
GRT busiest layer: met2
Vias in the first global route: 741
Overall power: 0.527 mW
Worst r2r src: cnt[0]
Clock transition at path regs: 80 ps
Reg-to-Reg End: cnt[18]
Slew @ Worst Pin: 410 ps
Worst hold slack: 331 ps
Logic pwr share: 3.8%
Core ar.: 0.00646 mm^2
Final worst path period need: 1930 ps
Total track usage: 3.64%
Post-DRT Antenna Nets: 0
Max rail drop VDD: 207 uV
Switching power: 0.111 mW
Min-Delay Endpoint: sync2
Row cnt: 29
TritonCTS clock tree: built
Largest net degree at the start of global routing: 22
Total CTS buffers: 3
Vert. Die Dim: 102 um
Ports: 4
First-pass GRT wire length: 3260 um
Flop pwr share: 60.5%
Syn Area/Cell: 10.2 um^2
Startpoint Class: flip-flop
Top cell excl fill/tap: dfrtp_1
Grt total ovfl: 0
Power density cells: 417 mW/mm^2
Synth Instances: 107
Width of the die: 102 um
Peak Freq: 0.517 GHz
Fraction of layout cells with a size suffix above 1: 11.5%
Worst Reg2Reg Path Length in Cells: 5
Pre-CTS setup slack: 1080 ps
P&R area growth vs syn: 15.6%
Fin area: 0.00126 mm^2
Worst Hold Class: reg2reg
DP HPWL: 1330 um
Rel. slew slack: 72.5%
Final Wtd Congestion: 0.809
Routed via count: 744
==> synthesized netlist by cell type <==
master / number / area share (%)
mux2i_1: 1 / 0.92
dfrtp_1: 21 / 48
nand4_1: 5 / 2.9
nor4b_1: 1 / 0.80
a21oi_1: 6 / 2.7
xnor2_1: 8 / 6.4
nor3_1: 4 / 1.8
nand2_1: 3 / 1.0
o21ai_0: 5 / 2.3
mux2_2: 1 / 1.0
nand3_1: 8 / 3.7
buf_1: 1 / 0.34
a31o_2: 1 / 0.80
ha_1: 1 / 1.1
nand4_2: 1 / 1.1
nand4_4: 1 / 1.9
xor2_1: 5 / 4.0
or3_1: 5 / 2.9
or3_2: 1 / 0.69
or4_4: 1 / 1.0
and3_1: 1 / 0.57
or2_2: 1 / 0.57
nor2_1: 15 / 5.1
buf_2: 1 / 0.46
dfxtp_1: 2 / 3.7
nor4_2: 1 / 1.1
nor4_1: 1 / 0.57
and4_2: 1 / 0.92
inv_1: 4 / 1.4
==> flip-flops by register name (all words and copies together), names as in the netlist <==
register,flops
cnt,20
clean_btn,1
sync1,1
sync2,1
==> cell type report <==
cell class	count	area [um^2]	area share, %
timing repair buffer	4	37.5	2.97
multi-input combinational	78	504	39.9
clock buffer	4	45.0	3.56
sequential	23	566	44.8
inverter	4	15.0	1.19
tap	77	96.3	7.62
==> cell families (layout without fill, tap and decap cells) <==
logic type      after synthesis  count (layout)  synth area share [%]
flops                        23              23                  51.7
buf+inv                       6              12                  2.17
mux                           2               2                  1.95
fa+ha+maj                     1               1                  1.14
compound gates               12              12                  5.84
simple gates                 50              50                  26.8
xor+xnor                     13              13                  10.4
==> worst max-delay path: stages (launching register included) <==
cell,delay [ps]
dfrtp_1,410
ha_1,270
nand4_4,160
or4_4,570
or3_1,310
a21oi_1,140
==> power groups by stage <==
| stage | logic, mW | registers [mW] | clock network (mW) |
|---|---|---|---|
| CTS | 0.0213 | 0.319 | 0.194 |
| global route | 0.0239 | 0.320 | 0.205 |
| finish | 0.0203 | 0.319 | 0.188 |
==> routing by layer <==
layer	wire (um)	share of wire, %
met5	0	0
met2	786	44
met1	960	54
met3	37	2.1
met4	0	0
==> how the worst max path moves through the flow <==
stage                  start      end  slack (ps)  depth (start not counted)
after CTS             cnt[0]  cnt[18]        1070                          5
after global routing  cnt[0]  cnt[18]         930                          5
final                 cnt[0]  cnt[18]        1070                          5
No activity file was given, so power comes from the tool's default toggle rates.
